==> design/flow/design.v <==
package config_pkg;
localparam ECHO = 8'hEC;
localparam ADD = 8'hAD;
localparam MUL = 8'hAC;
localparam DIV = 8'D1;
typedef enum logic [3:0] {
    OPCODE,
    RESERVED,
    LSB,
    MSB,
    RS1,
    RS2,
    COMPUTE,
    SHIFT
} state_t;
endpackage
module pipeline
 #(parameter [31:0] width_p = 10
  )
  (input [0:0] clk_i
  ,input [0:0] reset_i
  ,input [width_p - 1:0] data_i
  ,input [0:0] valid_i
  ,output [0:0] ready_o
  ,output [0:0] valid_o
  ,output [width_p - 1:0] data_o
  ,input [0:0] ready_i
  );
	logic [0:0] ready_l,valid_l;
	logic [width_p-1:0] data_l;
    always_ff @(posedge clk_i) begin
        if(reset_i) begin
            data_l <= '0;
        end else if(ready_o & valid_i) begin
            data_l <= data_i;
        end
    end
    always_ff @(posedge clk_i) begin
        if(reset_i) begin
            valid_l <= '0;
        end else if (ready_o) begin
            valid_l <= ready_o & valid_i;
        end
    end
	assign data_o = data_l;
	assign valid_o = valid_l;
	assign ready_o = ready_i | ~valid_o;
endmodule
==> design/flow/run.sh <==
#!/bin/bash
# OpenROAD 26Q1-2900-gdf79404cd8, Yosys 0.63+post, stock flow scripts
make -C /OpenROAD-flow-scripts/flow DESIGN_CONFIG=/design/flow/config.mk WORK_HOME=/design/flow/orfs finish
==> design/flow/config.mk <==
export PLATFORM = sky130hd
export DESIGN_NAME = pipeline
export DESIGN_NICKNAME = pipeline
export VERILOG_FILES = /design/flow/design.v
export SDC_FILE = /design/flow/constraint.sdc
export NUM_CORES = 4
export LEC_CHECK = 1
export CORE_AREA = 10 10 70 70
export DIE_AREA = 0 0 80 80
==> design/flow/constraint.sdc <==
current_design pipeline

set clk_period 1.7
set clk_io_pct 0.2

create_clock -name clk0 -period $clk_period [get_ports {clk_i}]

set non_clock_inputs [all_inputs -no_clocks]
set_input_delay [expr $clk_period * $clk_io_pct] -clock clk0 $non_clock_inputs
set_output_delay [expr $clk_period * $clk_io_pct] -clock clk0 [all_outputs]
==> Implementation_results.wiki <==
== Run summary ==
{| class="wikitable"
! Metric !! Value
|-
| Number of buffer cells added on primary ports || 25
|-
| Post-place instance area || roughly 800 um^2
|-
| Final worst setup slack || ~0.22 ns
|-
| Vias in the first global route || between 400 and 500
|-
| Crit path DAT || between 1 and 1.5 ns
|-
| Core Area || 3416 um^2
|-
| End of the worst register-to-register path || data_l[6]
|-
| Total of endpoints with negative setup slack in the final report || 0
|-
| Total tool warning count || around 46
|-
| Peak fanout along the critical path || 2
|-
| I/O pins || 26
|-
| Antenna fix cells || 0
|-
| Largest net degree at the start of global routing || 22
|-
| Outcome || completed
|-
| Cells on worst reg2reg path || 5
|-
| Synth Cell Area || approximately 500 um^2
|-
| Logic area || 249.0 um^2
|-
| Number of standard cells in the final layout excluding fillers || 123
|-
| Clock tree from TritonCTS || done
|-
| Synth top area share || a little over two fifths
|-
| Yosys cell count || between 40 and 50
|-
| Reg area || between 200 and 250 um^2
|-
| Worst IR drop on VDD || ~0.0002 V
|-
| Global Route Usage Sum || ~4.7%
|-
| Sequential area share after synthesis || between 40% and 50%
|-
| Detailed-routing iteration count for the pre-antenna-repair pass || 4
|-
| Top cells excl fill/tap || sky130_fd_sc_hd__clkdlybuf4s50_1, sky130_fd_sc_hd__dfxtp_1, sky130_fd_sc_hd__nand3_1
|-
| Registers, synthesis || 11
|-
| Final Instance Area || roughly 840 um^2
|-
| Max-capacitance violation count || 0
|-
| Proportion of layout cells with a drive suffix above 1 || 23.38%
|-
| Total clock buffers created by CTS || 3
|-
| Combinational share of power || roughly 22%
|-
| Switching component of the power || between 90 and 100 uW
|-
| Remaining antenna violation count || 0
|-
| Worst setup path startpoint || ready_i[0]
|-
| Buffer levels on the longest clock path || 2
|-
| Met3 capacity usage during global routing || 3.182%
|-
| Reg2Reg Launch Point || valid_l
|-
| Area enclosed by the die boundary || ~6400 um^2
|-
| Final-layout fill cell count || 373
|-
| Unique masters post-synth || 10
|-
| Final Skew || 0.0007695 ns
|-
| DIE WIDTH || 80 um
|-
| Fraction of power consumed by the clock network || 26.1%
|-
| Dominant logic cell type in the layout || sky130_fd_sc_hd__clkdlybuf4s50_1
|-
| Fmax || 0.6776 GHz
|-
| Setup repair after global routing missed its margin || no
|-
| Switching part of the total power || between 10% and 20%
|-
| Wire length of the first global-routing pass || 2.380 mm
|-
| HPWL after detailed placement || 1.077 mm
|-
| Worst-Skew Late Latency || roughly 0.23 ns
|-
| Detailed Route Iter0 Violations || 22
|-
| Post-layout period usage of the worst path || 86.81%
|-
| Min-Delay Startpoint || data_l[7]
|-
| Die height || 80 um
|-
| Max H-tree Level || 1
|-
| Yosys Warn Count || 1
|-
| Busiest metal layer after global routing || met2
|-
| Worst Setup EP || ready_o[0]
|-
| Cell Count Post-Placement || roughly 120
|-
| Synthesized instance count || roughly 49
|-
| Vias per inst || ~3.6
|-
| Critical path endpoint category || output port
|-
| Top cells, area || sky130_fd_sc_hd__dfxtp_1, sky130_fd_sc_hd__a21bo_1, sky130_fd_sc_hd__a21oi_2
|-
| Internal power component || between 400 and 500 uW
|-
| Antenna violations before repair || 0
|-
| Summed standard-cell area reported by yosys || between 500 and 600 um^2
|-
| Worst setup slack for register-to-register paths || between 0.4 and 0.5 ns
|-
| Cell type contributing the most total cell area after synthesis || sky130_fd_sc_hd__dfxtp_1
|-
| Setup WS pre-CTS || -0.04780 ns
|-
| Remaining Overflow, GRT || 0
|-
| Measured slew at the worst slew-check pin || between 0.2 and 0.25 ns
|-
| Gpl congestion || 0.6251
|-
| Avg Synthesized Cell Area || 10.29 um^2
|-
| Area Overhead vs Synth || 65.76%
|-
| Leakage dissipation || 0.0002994 uW
|-
| Starting utilization of the core area || about 15%
|-
| Final-report hold violation count || 0
|-
| Final routed DRC violation total || 0
|-
| DRT Wirelength || approximately 1.4 mm
|-
| Cell chosen for the clock root || sky130_fd_sc_hd__clkbuf_4
|-
| Final total power || roughly 540 uW
|-
| Quantity of hold-fixing buffers added after cts || 0
|-
| Met1 capacity usage during global routing || 6.098%
|-
| Number of rows in the core area || 21
|-
| Average wire length per cell after detail routing || roughly 12 um
|-
| Power density over cell area || about 650 nW/um^2
|-
| Slew headroom || ~86%
|-
| Start-to-end type of the worst setup path || input port to output port
|-
| Number of clock sinks || 11
|-
| Total negative setup slack || 0 ns
|-
| Critical Path Start Type || input port
|-
| Endpoint required time on the critical path || between 1 and 1.5 ns
|-
| Via count || 445
|-
| Path class of the lowest-slack min-delay path || register to register
|-
| Clock slew seen by the registers of the worst setup and hold paths || 0.05 ns
|-
| Shortest clock period the worst path allows after layout || approximately 1.5 ns
|-
| Met2 layer usage reported by global route || ~6.6%
|-
| Count of pins over their slew limit || 0
|-
| Seq pwr share || between 50% and 60%
|}
-- what timing repair did --
action / in CTS / in global routing
endpoints found under the hold margin: 0 / 0
resized: 1 / 0
buffers inserted: 1 / 0
endpoints found under the setup margin: 1 / 0
-- critical path, stage by stage --
cell and delay, ns:
sky130_fd_sc_hd__clkdlybuf4s50_1 0.40, sky130_fd_sc_hd__nand2b_4 0.15, sky130_fd_sc_hd__dlygate4sd2_1 0.24
-- through the flow --
stage / util [%] / hold WS [ns]
after floorplan: - / 0.4091
after global placement: 23.52 / 0.5606
after detailed placement: 23.52 / 0.5686
after CTS: 24.47 / 0.5817
after global routing: 24.47 / 0.6039
final: 24.47 / 0.5745
-- Yosys cell counts --
library cell,n
sky130_fd_sc_hd__a21oi_2,8
sky130_fd_sc_hd__nand3_1,10
sky130_fd_sc_hd__a21oi_1,3
sky130_fd_sc_hd__a21bo_2,2
sky130_fd_sc_hd__dfxtp_1,11
sky130_fd_sc_hd__inv_1,1
sky130_fd_sc_hd__nand2b_4,1
sky130_fd_sc_hd__a21bo_1,8
sky130_fd_sc_hd__buf_2,4
sky130_fd_sc_hd__buf_6,1
-- registers in the layout (all words and copies together), names as in the netlist --
signal	count
valid_l	1
data_l	10
-- worst min-delay path by stage --
stage,to,slack [ns],depth (start not counted)
final,data_l[7],0.57,2
after global routing,data_l[3],0.60,2
after CTS,data_l[7],0.58,2
-- logic make-up (layout without fill, tap and decap cells) --
family | count (synthesis) | in the layout | share of synthesized area, %
flops | 11 | 11 | 43.67
compound gates | 21 | 21 | 36.73
buf+inv | 6 | 34 | 6.947
simple gates | 11 | 11 | 12.65
-- area by class of cell --
class	instances	share of cell area, %
Inverter	1	0.4491
Clock buffer	4	3.144
Sequential cell	11	26.35
Timing Repair Buffer	29	33.38
Multi-Input combinational cell	32	29.79
Tap cell	46	6.886
-- power by group through the flow --
stage	logic (uW)	registers [uW]	clock network (uW)
CTS	121	281	188
global route	130	283	201
finish	118	281	141
-- metal layers --
| metal | part of all wire [%] | up-vias | wire, um |
|---|---|---|---|
| li1 | - | 229 | - |
| met1 | 48 | 200 | 689 |
| met2 | 40 | 16 | 579 |
| met3 | 12 | 0 | 167 |
| met4 | 0 | 0 | 0 |
| met5 | 0 | - | 0 |
Power and IR drop assume default switching activity.

$ cat ./config.mk
export PLATFORM = sky130hd
export DESIGN_NAME = select_byte
export DESIGN_NICKNAME = select_byte
export VERILOG_FILES = /design/flow/design.v
export SDC_FILE = /design/flow/constraint.sdc
export NUM_CORES = 4
export LEC_CHECK = 1
export CORE_AREA = 10 10 70 70
export DIE_AREA = 0 0 80 80
$ cat ./constraint.sdc
current_design select_byte

set clk_period 1.0
set clk_io_pct 0.2

create_clock -name clk0 -period $clk_period

set non_clock_inputs [all_inputs -no_clocks]
set_input_delay [expr $clk_period * $clk_io_pct] -clock clk0 $non_clock_inputs
set_output_delay [expr $clk_period * $clk_io_pct] -clock clk0 [all_outputs]
$ cat ./design.v
package config_pkg;
localparam ECHO = 8'hEC;
localparam ADD = 8'hAD;
localparam MUL = 8'hAC;
localparam DIV = 8'D1;
typedef enum logic [3:0] {
    OPCODE,
    RESERVED,
    LSB,
    MSB,
    RS1,
    RS2,
    COMPUTE,
    SHIFT
} state_t;
endpackage
module select_byte(
    input [31:0] data_i,
    input [1:0] byte_index_i,
    output [7:0] byte_o,
    output [5:0] shift_amount_o
);
logic [7:0] byte_l;
logic [5:0] shift_amount_l;
always_comb begin
    case (byte_index_i)
        2'b00: begin
            byte_l = data_i[31:24];
            shift_amount_l = 6'd8;
        end
        2'b01: begin
            byte_l = data_i[7:0];
            shift_amount_l = 6'd32;
        end
        2'b10: begin
            byte_l = data_i[15:8];
            shift_amount_l = 6'd24;
        end
        2'b11: begin
            byte_l = data_i[23:16];
            shift_amount_l = 6'd16;
        end
    endcase
end
assign byte_o = byte_l;
assign shift_amount_o = shift_amount_l;
endmodule
$ cat ./run.sh
#!/bin/bash
# OpenROAD 26Q1-2900-gdf79404cd8, Yosys 0.63+post, stock flow scripts
make -C /OpenROAD-flow-scripts/flow DESIGN_CONFIG=/design/flow/config.mk WORK_HOME=/design/flow/orfs finish
==> flow_summary.toml <==
# implementation run metrics
[status]
status = "complete, but fails checks"
failed_checks = "negative setup slack"

[critical_path]
cp_cell_sequence = "buf_8 -> buf_6 -> buf_12 -> mux4_2 -> buf_2"
crit_type = "in2out"
critPathMaxFanout = 3
cp-end-kind = "primary output"
worstPathArrival_ns = 1.09
start_kind = "input port"
cpMaxStageDelayCell = "mux4_2"
crit_path_max_incr_delay_ns = 0.48
worst-endpoint-required_ns = 0.80

[yosys]
synth_top_cell_by_count = "mux4_2"
netlist_instances = 17
yosysChipArea_sq_um = 236.5
syn_avg_cell_area_sq_um = 13.91
synth_area_sq_um = 236.5
synth_top_cell_by_area = "mux4_2"
topCellsByArea = "mux4_2 (76%), buf_4 (9.5%), buf_6 (4.8%)"
post_synth_num_cell_types = 8
yosysWarningCount = 1
top_area_share_pct = 76.19
yosys-stat-cells = 17
synthTopCellsByCount = "mux4_2 (8), buf_4 (3)"
yosysSeqAreaShare_pct = 0

[sta]
hold_viol = 0
finalMaxSlewViolations = 0
worst_slack_ns = -0.2852
fmax_mhz = 778.1
rsz0062_at_grt = "yes"
finalSetupViolCount = 9
period_minus_slack_ns = 1.285
period_used_pct = 128.5
tns_ns = -1.944

[global_route]
grt_max_degree = 7
first_global_vias = 412
track_usage_pct = 4.573
grt_overflow = 0
grt_pass1_wl_mm = 2.332
antenna_found_initial = 0

[floorplan]
dieArea_sq_mm = 0.006400
num_rows = 21
io_pins = 48
coreArea_sq_mm = 0.003416
die_h_microns = 80
initial_utilization_pct = 6.923
fp.dieW_microns = 80

[placed_design]
place_congestion = 0.7072
hpwlAfterDp_mm = 1.414
portBuffers = 45
place_inst = 108

[pwr]
peakVddDrop_mv = 0.1221
power_uw = 252.0
p_leak_nw = 0.3614
power_density_mw_per_mm2 = 335.6

[worst_hold_path]
hold_class = "in2out"
holdPathStages = 4

[cells_and_area]
nFlopsAndLatches = 0
final-seq-area_sq_um = 0
finalNonFillerCells = 115
drive_above_1_share_pct = 47.83
n_clock_buffer = 0
area_growth_pct = 217.5

[route]
vias = 355
drt_iter0_drc = 0
vias_per_cell = 3.087
wl_per_cell_microns = 13.08
drt_drc_violations_left = 0
totalWireLength_mm = 1.504
diodes = 0
ant_nets = 0
dr.pass1.iters = 1

[flow_run]
max-cap-violations = 0
warning_count = 34

[clock_tree]
cts_hold_buffers = 0
[power by group]
| group | total, mW | switching, mW | internal (mW) |
|---|---|---|---|
| logic | 0.252 | 0.0612 | 0.191 |
| registers | 0 | 0 | 0 |
| clock network | 0 | 0 | 0 |
| total | 0.252 | 0.0612 | 0.191 |
[cell usage in the layout, fill, tap and decap left out]
| cell | instances |
|---|---|
| inv_2 | 1 |
| clkdlybuf4s15_1 | 3 |
| conb_1 | 3 |
| buf_8 | 1 |
| buf_2 | 11 |
| mux4_2 | 8 |
| dlygate4sd2_1 | 30 |
| buf_4 | 3 |
| buf_12 | 1 |
| nor2b_4 | 1 |
| buf_6 | 7 |
[through the flow]
stage	area (sq um)	setup WS [ns]	hold slack, ns	util, %
floorplan	247.7	0.01684	0.5450	-
global placement	739.5	-0.9813	1.422	21.65
detailed placement	739.5	-0.9927	1.409	21.65
CTS	735.7	-0.2867	0.7590	21.54
global route	750.7	-0.3174	0.7835	21.98
finish	750.7	-0.2852	0.7607	21.98
[cell type report]
cell class / instances / area, sq um
repair buffers: 56 / 484.2
inverters: 1 / 3.754
multi-input cells: 12 / 205.2
fillers: 383 / 2665
well taps: 46 / 57.56
[repair_timing]
item | 4_1_cts | 5_1_grt
setup endpoints to repair | 11 | 9
resized | 80 | 5
pin swaps | 0 | 0
setup buffers | 7 | 0
[logic make-up after synthesis]
kind of cell	Yosys count	share of synthesized area, %
mux	8	76.19
buf+inv	7	19.57
simple gates	1	2.647
other cells	1	1.586
[per-layer routing]
metal / vias to the layer above / share of wire [%] / global-route usage, %
met3: 0 / 11 / 1.705
li1: 169 / - / -
met2: 19 / 54 / 8.748
met1: 167 / 34 / 4.891
met5: - / 0 / 0
met4: 0 / 0 / 0
[path summary, 6_finish.rpt]
kind	from	endpoint	slack (ns)
min	byte_index_i[1]	shift_amount_o[5]	0.76
max	byte_index_i[0]	byte_o[2]	-0.29
[critical path, delay by kind of cell]
kind	cells	cell delay, ns
buffers and inverters	4	0.40
multiplexers	1	0.48

$ cat design/flow/design.v
package config_pkg;
localparam ECHO = 8'hEC;
localparam ADD = 8'hAD;
localparam MUL = 8'hAC;
localparam DIV = 8'D1;
typedef enum logic [3:0] {
    OPCODE,
    RESERVED,
    LSB,
    MSB,
    RS1,
    RS2,
    COMPUTE,
    SHIFT
} state_t;
endpackage
module shift_8 (
    input logic clk_i,
    input logic rst,
    input logic en_i,
    input logic [7:0] data_i,
    output logic [31:0] data_o
);
    always_ff @(posedge clk_i) begin
        if(rst) begin
            data_o <= '0;
        end else if (en_i) begin
            data_o <= {data_o[23:0], data_i};
        end
    end
endmodule
$ cat design/flow/run.sh
#!/bin/bash
# OpenROAD 26Q1-2900-gdf79404cd8, Yosys 0.63+post, stock flow scripts
make -C /OpenROAD-flow-scripts/flow DESIGN_CONFIG=/design/flow/config.mk WORK_HOME=/design/flow/orfs finish
$ cat design/flow/config.mk
export PLATFORM = sky130hd
export DESIGN_NAME = shift_8
export DESIGN_NICKNAME = shift_8
export VERILOG_FILES = /design/flow/design.v
export SDC_FILE = /design/flow/constraint.sdc
export NUM_CORES = 4
export LEC_CHECK = 1
export CORE_UTILIZATION = 30
$ cat design/flow/constraint.sdc
current_design shift_8

set clk_period 1.0
set clk_io_pct 0.2

create_clock -name clk0 -period $clk_period [get_ports {clk_i}]

set non_clock_inputs [all_inputs -no_clocks]
set_input_delay [expr $clk_period * $clk_io_pct] -clock clk0 $non_clock_inputs
set_output_delay [expr $clk_period * $clk_io_pct] -clock clk0 [all_outputs]
==> summary.txt <==
Physical implementation

A synthesized cell averages 11.3 um2. The number of synthesized register bits is 32. In this design, the largest share of critical-path delay is due to flip-flops. The script logs the mean routed wire length per placed instance as approximately 11 um. Hold analysis lists the worst path endpoint as data_o[30]. Based on the critical path, the design can be clocked at up to just over 1000 MHz. The run finished with clean final reports.

Per the breakdown, switching nets consume between 20 and 25% of all power. The number of buffers inserted by port buffering is 42. The worst setup path is launched from a flip-flop. The register share of total power is 51.6%. The die outline width is 64.3 um.

The final weighted congestion of routability-driven global placement is ~0.74. The number of top-level pins is 43. In this run the critical path is formed by clkdlybuf4s15_1. The total clock buffers created by CTS is 5.

The overall fraction of global-route tracks in use is about 12%. The internal portion of the total power is between 2 and 2.5 mW. The flip-flop count of the largest register after layout is 32. Per report_power, the clock group accounts for approximately 38% of the total. The number of logic stages on the critical path including buffering is 1. Across all register-to-register paths, the minimum setup slack is 160 ps.

The required time of the critical path is 800 ps. Detailed routing inserted a total of roughly 940 vias. In this run the remaining antenna-violating nets after routing total 0. The placeable core region is 3690 um2. The number of antenna repair diodes is 0. Note, the detailed placer reported a final HPWL of 1620 um. The CTS sink count is 32. The logic gate share of total power is 10.8%. After synthesis, the largest area contributor takes up a little under three fifths of total cell area. The worst setup path is captured at a primary output. After floorplanning, the die was sized to cover around 4100 um2.

The worst hold slack after final layout is 431 ps. The area of placed instances is 1780 um2. The Yosys chip area is between 1000 and 1500 um2. The initial antenna violation count was 0. The aggregate routed wire length is 2370 um. The netlist uses 6 different library cells.

The depth of the worst hold-timing path is 4. The insertion delay of the later-clocked pin in the worst-skew pair is 280 ps. The total area of multi-input combinational cells is 440 um2. The finished cells cover 1840 um2.

Sorting the synthesized cells by area gives the leading types as sky130_fd_sc_hd__dfxtp_1 (55%), sky130_fd_sc_hd__mux2i_1 (28%), sky130_fd_sc_hd__nor2_1 (10%). For this configuration, the core starts out at a cell density of 31.5%. The final-report max-slew violation count is 0. In this run the maximum-capacitance check reported violations numbering 0. The net switching component of the power is 535 uW. The final timing summary puts the cycle share of the worst path at a little over nine tenths. The headroom to the max-slew limit is 89.3%. Per the final layout report, the fraction of cells sized above drive strength 1 comes to between 40 and 50%. The wire length of the first global-routing pass is 3920 um.

Per the final timing report, the hold violations number 0. Compared with the post-synthesis result, the final layout area differs by 58.5%. Per the cell usage report, the commonest logic cells after layout are sky130_fd_sc_hd__mux2i_1 (32), sky130_fd_sc_hd__nor2_1 (32), sky130_fd_sc_hd__dfxtp_2 (32). The leakage power is 0.905 nW. The clock passes through at most 2 buffers. The CTS tree is built. The worst IR drop on VDD is ~0.00075 V.

In the final layout, the fill cell count is 334. In this run the cell area of the synthesized design comes to 1160 um2. The beginning of the worst register-to-register path is data_o[5]. Detailed-route iteration 0 reported a violation count of 47.

The clock-pin transition on the worst setup and hold timing paths is 60 ps. Looking at the critical path, the highest net fanout was 2. The stage logs contain a warning count of 25. The die height is 64.3 um. In the log, the iteration count for the first detailed-route pass is 4. The total overflow left after global routing is 0.

The sequential-to-total area share from yosys stat is 55.1%. The setup clock skew after layout is 0.870 ps. The via count of the first global-routing pass was between 900 and 1k. Per the detail_route report, vias per standard cell equal roughly 4.2. The library cell contributing the largest single delay on the critical path is sky130_fd_sc_hd__dfxtp_2.

The count of H-tree levels built during CTS is 2. The number of cells produced by synthesis is 103. In the final layout, the registers with the most flip-flops are data_o (32). Setup repair after global routing left no endpoint under its margin. The sequential cell area in the final layout is 681 um2. Entering global routing, the biggest net connects 33 pins. The count of final setup violators is 0. The placement row count is 22.

The number of cells reported by Yosys stat comes to 103. The report puts the cell count of the worst reg-to-reg path at 4. For the finished layout, the period the worst path requires is between 900 and 1000 ps. The transition time at the pin with the least slew margin is about 160 ps. Cells fill 50.0% of the core in the end.

The endpoint identified for the worst register-to-register timing path is data_o[13]. The worst hold path begins at en_i. The worst setup slack after layout is 32.9 ps. The largest area contributor in the synthesized netlist is sky130_fd_sc_hd__dfxtp_1.

The critical path is of the reg2out type. data_o holds more flip-flops than any other register. The power density over the cells is 1410 nW/um2. Data arrives at the worst endpoint at around 770 ps.

In this run the clock root is driven by a sky130_fd_sc_hd__clkbuf_8. On the worst path, the slowest cell contributes a delay of 330 ps. The worst slack at placement is -103 ps. Per the post-run analysis, buffers plus inverters along the critical path come to 1. Per the detail_route report, DRC violations left total 0. The number of warnings issued by yosys is 1.

Checking hold timing, the worst path is listed with class in2reg.
## metal layers
metal	vias to the layer above	GRT usage (%)	wire [um]
met5	-	0	0
met1	423	17.9	1140
li1	485	-	-
met3	2	3.62	120
met2	25	18.9	1080
met4	0	2.22	27
## timing repair
item / 4_1_cts / 5_1_grt
setup buffers: 3 / 0
resized: 96 / 18
endpoints found under the setup margin: 32 / 18
hold buffers: 0 / 0
## layout make-up
cell class / count / share of cell area, %
clock buffer: 8 / 4.88
tap: 48 / 3.26
sequential: 32 / 36.9
timing repair buffer: 70 / 31.1
multi-input combinational: 64 / 23.9
## cell families after synthesis
family	synth area share [%]
and+or+nand+nor	10.3
DFF	55.1
muxes	27.5
buffers and inverters	7.10
## synth_stat cells
master and number:
sky130_fd_sc_hd__dfxtp_1 32, sky130_fd_sc_hd__buf_12 3, sky130_fd_sc_hd__buf_6 1, sky130_fd_sc_hd__nor2_1 32, sky130_fd_sc_hd__mux2i_1 32, sky130_fd_sc_hd__clkbuf_1 3
## metrics by stage
stage	TNS (ps)	power, mW	std cells
3_3_place_gp	-2750	1.66	211
3_5_place_dp	-3070	1.66	211
6_report	0	2.59	222
4_1_cts	0	2.65	222
2_1_floorplan	0	1.49	103
5_1_grt	0	2.74	222
## power groups by stage
stage	Clock, mW	Sequential (mW)	Combinational (mW)
4_1_cts	1.01	1.34	0.296
5_1_grt	1.09	1.34	0.309
6_report	0.974	1.34	0.281
## worst max path at each step
stage | start | end | slack (ps)
CTS | data_o[22] | data_o[22] | 10
global route | data_o[4] | data_o[4] | 0.1
finish | data_o[11] | data_o[11] | 30
No activity file was given, so power comes from the tool's default toggle rates.
